$ cat flow/config.mk
export PLATFORM = sky130hd
export DESIGN_NAME = Polynomial
export DESIGN_NICKNAME = Polynomial
export VERILOG_FILES = /design/flow/design.v
export SDC_FILE = /design/flow/constraint.sdc
export NUM_CORES = 4
export LEC_CHECK = 1
export CORE_UTILIZATION = 40
$ cat flow/constraint.sdc
current_design Polynomial

set clk_period 23.8
set clk_io_pct 0.2

create_clock -name clk0 -period $clk_period

set non_clock_inputs [all_inputs -no_clocks]
set_input_delay [expr $clk_period * $clk_io_pct] -clock clk0 $non_clock_inputs
set_output_delay [expr $clk_period * $clk_io_pct] -clock clk0 [all_outputs]
$ cat flow/design.v
module Polynomial(
  input         clock,
  input         reset,
  input  [1:0]  io_select,
  input  [31:0] io_x,
  output [31:0] io_fOfX
);
  wire [63:0] _square_T = $signed(io_x) * $signed(io_x);  
  wire [34:0] _result_T = 3'sh2 * $signed(io_x);  
  wire [31:0] square = _square_T[31:0];  
  wire [34:0] _GEN_3 = {{3{square[31]}},square};  
  wire [34:0] _result_T_3 = $signed(_GEN_3) - $signed(_result_T);  
  wire [34:0] _result_T_6 = $signed(_result_T_3) + 35'sh1;  
  wire [34:0] _result_T_7 = 3'sh2 * $signed(square);  
  wire [35:0] _result_T_8 = 4'sh6 * $signed(io_x);  
  wire [35:0] _GEN_4 = {{1{_result_T_7[34]}},_result_T_7};  
  wire [35:0] _result_T_11 = $signed(_GEN_4) + $signed(_result_T_8);  
  wire [35:0] _result_T_14 = $signed(_result_T_11) + 36'sh3;  
  wire [35:0] _result_T_15 = 4'sh4 * $signed(square);  
  wire [36:0] _result_T_16 = 5'sha * $signed(io_x);  
  wire [36:0] _GEN_5 = {{1{_result_T_15[35]}},_result_T_15};  
  wire [36:0] _result_T_19 = $signed(_GEN_5) - $signed(_result_T_16);  
  wire [36:0] _result_T_22 = $signed(_result_T_19) - 37'sh5;  
  wire [36:0] _GEN_0 = io_select == 2'h1 ? $signed({{1{_result_T_14[35]}},_result_T_14}) : $signed(_result_T_22);  
  wire [36:0] _GEN_1 = io_select == 2'h0 ? $signed({{2{_result_T_6[34]}},_result_T_6}) : $signed(_GEN_0);  
  assign io_fOfX = _GEN_1[31:0];  
endmodule
$ cat flow/run.sh
#!/bin/bash
# OpenROAD 26Q1-2900-gdf79404cd8, Yosys 0.63+post, stock flow scripts
make -C /OpenROAD-flow-scripts/flow DESIGN_CONFIG=/design/flow/config.mk WORK_HOME=/design/flow/orfs finish
==> out/results.md <==
| Stage | Parameter | Reported |
|:---|:---|:---|
| synthesis | Commonest cells in the synthesized netlist | 573 x sky130_fd_sc_hd__inv_1, 435 x sky130_fd_sc_hd__ha_1, 368 x sky130_fd_sc_hd__fa_1 |
| setup path | Maximum cell stage delay along the critical path | 0.80 ns |
| timing | Setup violators final | 0 |
| layout | Number of sequential cells in the layout | 0 |
| worst hold path | Type of the tightest min-delay check | input port to primary output |
| synthesis | Number of cells in the yosys synthesis report | 2646 |
| cts | Number of hold buffers added after cts | 0 |
| setup path | Cell occurring most often along the worst timing path | sky130_fd_sc_hd__fa_1 |
| layout | Layout cells sized above 1 | 0.0289 |
| placed design | Count of input and output buffers | 65 |
| setup path | Critical Path End Type | primary output |
| grt | Largest net degree at the start of global routing | 47 |
| synthesis | Count of distinct cell types in the synthesized netlist | 87 |
| setup path | Maximum fanout along the worst path | 12 |
| drt | Antenna Cells | 0 |
| synthesis | Instance tally after logic synthesis | 2646 |
| layout | Total of clock buffers placed in the layout | 0 |
| timing | Setup repair after global routing missed its margin | no |
| floorplan | Row count | 86 |
| timing | Period utilisation layout | 0.866 |
| setup path | Critical path type | input port to primary output |
| drt | Met3 wire length | 5120 µm |
| grt | Overall track demand over capacity in global routing | 0.233 |
| layout | Filler-free cell count of the finished design | 3443 |
| placed design | HPWL Detailed | 53000 µm |
| layout | Area growth from synthesis to final layout | 7.26% |
| floorplan | # IOs | 68 |
| run | Warning total across the stage logs | 53 |
| placed design | Final weighted congestion in routability-driven placement | 0.966 |
| drt | Number of search-and-repair iterations in the first detailed-routing pass | 5 |
| run | Maxcap violations | 0 |
| drt | Uppermost signal routing layer after detailed routing | met5 |
| drt | Total routed wire length on the met1 layer | 26700 µm |
| setup path | CP max stage cell | sky130_fd_sc_hd__clkdlybuf4s50_1 |
| synthesis | Avg Synthesized Cell Area | 8.50 µm² |
| synthesis | Post-synthesis cell type with the largest instance count | sky130_fd_sc_hd__inv_1 |
| cts | Post-CTS sizing | 0 |
| setup path | Critical path data required time | 19.04 ns |
| layout | Footprint of the flip-flops and latches | 0 µm² |
| drt | Number of DRC violations after detailed-routing iteration 0 | 697 |
| floorplan | Core box area | 0.0553 mm² |
| floorplan | Die area | 0.0572 mm² |
| synthesis | Cell area after synthesis | 0.0225 mm² |
| drt | DRC Markers | 0 |
| drt | WL final | 60500 µm |
| setup path | Arrival @ worst endpoint | 15.85 ns |
| grt | Overflow left after global routing | 0 |
| synthesis | Proportion of netlist area held by the largest area contributor | 0.328 |
| grt | Initial antenna violation count | 3 |
| setup path | Nature of the critical path startpoint | input port |
| floorplan | Die span in y | 239 µm |
| drt | Post-route antenna net violation count | 0 |
| synthesis | Biggest area cells | sky130_fd_sc_hd__fa_1 33%, sky130_fd_sc_hd__ha_1 24%, sky130_fd_sc_hd__inv_1 9.6% |
| status | Status | completed |
| cts | Buffer count from post-CTS setup fixing | 0 |
| drt | Avg Vias per Cell | 5.17 |
| floorplan | Starting utilization of the core area | 0.407 |
| drt | Vias | 17800 |
| drt | Final routed wire length divided by cell count | 17.6 µm |
| synthesis | Synth warnings | 0 |
| synthesis | Yosys top cell by area | sky130_fd_sc_hd__fa_1 |
| timing | Highest achievable clock rate | 0.0485 GHz |
| worst hold path | Min-Delay Path Depth | 5 |
| timing | Final Max-Slew Violation Tally | 0 |
| floorplan | Width of the die | 239 µm |
| timing | Post-Route Setup TNS | 0 ns |
| timing | Final critical delay including setup and external delays | 20.61 ns |
| synthesis | Sequential cell area fraction in the yosys report | 0 |
| synthesis | Area reported by Yosys stat | 0.0225 mm² |
| placed design | Number of instances in the placed design | 3443 |
| timing | Final Hold Vio Count | 0 |
| timing | Actual transition at the worst max-transition pin | 0.797 ns |
| timing | Slew Limit Headroom | 0.464 |
| drt | Met2 wire len | 27100 µm |
| grt | Global-route wire length before repair | 98300 µm |
| grt | Vias in the first global route | 18800 |
cells in the final DEF (no fill, tap or decap), types with 8 or more instances in the layout:
cell type	Yosys	final
sky130_fd_sc_hd__a21o_1	60	60
sky130_fd_sc_hd__nor2b_1	20	20
sky130_fd_sc_hd__inv_1	573	573
sky130_fd_sc_hd__nor3_1	27	27
sky130_fd_sc_hd__a31oi_1	12	12
sky130_fd_sc_hd__a21oi_1	123	123
sky130_fd_sc_hd__o21ai_0	56	56
sky130_fd_sc_hd__nand2b_1	25	25
sky130_fd_sc_hd__nand3_1	26	26
sky130_fd_sc_hd__xnor2_1	119	119
sky130_fd_sc_hd__o21bai_1	15	15
sky130_fd_sc_hd__a211oi_1	23	23
sky130_fd_sc_hd__xor2_1	58	58
sky130_fd_sc_hd__o21a_1	20	20
sky130_fd_sc_hd__fa_1	368	368
sky130_fd_sc_hd__and3_1	11	11
sky130_fd_sc_hd__and2_1	8	8
sky130_fd_sc_hd__nor2_1	269	269
sky130_fd_sc_hd__o21ai_1	21	21
sky130_fd_sc_hd__nand2_1	146	146
sky130_fd_sc_hd__buf_4	0	32
sky130_fd_sc_hd__nand4_1	13	13
sky130_fd_sc_hd__clkdlybuf4s50_1	0	63
sky130_fd_sc_hd__ha_1	435	435
sky130_fd_sc_hd__o211ai_1	13	13
sky130_fd_sc_hd__or2_2	9	9
sky130_fd_sc_hd__a211o_1	8	8
layer usage:
metal	global-route usage	up-vias
li1	-	8677
met1	0.329	8555
met2	0.364	482
met3	0.0704	68
met4	0.0478	6
met5	0	-
kinds of logic after synthesis:
kind of cell | synth area share
fa+ha+maj | 0.570
buf+inv | 0.105
simple gates | 0.114
compound gates | 0.133
xor+xnor | 0.0729
mux | 0.00512
through the flow:
step / setup WS [ns] / hold slack, ns / area (µm²) / utilization
4_1_cts: 3.34 / 10.49 / 24100 / 0.436
6_report: 3.19 / 10.48 / 24100 / 0.436
5_1_grt: 2.78 / 10.54 / 24100 / 0.436
3_5_place_dp: 3.38 / 10.48 / 24100 / 0.436
3_3_place_gp: 3.31 / 10.49 / 24100 / 0.436
2_1_floorplan: 5.59 / 9.69 / 22500 / -
worst max-delay path, delay by kind of cell:
| family | cells | cell delay, ns |
|---|---|---|
| AND-OR/OR-AND | 7 | 1.54 |
| XOR/XNOR | 4 | 0.95 |
| adder cells (fa/ha/maj) | 11 | 5.02 |
| buffers and inverters | 9 | 2.11 |
| AND/OR/NAND/NOR | 5 | 1.44 |
worst paths after layout:
| check | from | slack, ns | end |
|---|---|---|---|
| setup / recovery | io_x[11] | 3.19 | io_fOfX[31] |
| hold / removal | io_select[1] | 10.48 | io_fOfX[14] |
final cells by class:
| cell class | count | area [µm²] |
|---|---|---|
| fillers | 5427 | 31200 |
| inverters | 580 | 2180 |
| multi-input cells | 2018 | 20100 |
| well taps | 748 | 936 |
| repair buffers | 97 | 881 |
