--- design.v ---
module Sort4(
  input         clock,
  input         reset,
  input  [15:0] io_in0,
  input  [15:0] io_in1,
  input  [15:0] io_in2,
  input  [15:0] io_in3,
  output [15:0] io_out0,
  output [15:0] io_out1,
  output [15:0] io_out2,
  output [15:0] io_out3
);
  wire [15:0] row10 = io_in0 < io_in1 ? io_in0 : io_in1;  
  wire [15:0] row11 = io_in0 < io_in1 ? io_in1 : io_in0;  
  wire [15:0] row12 = io_in2 < io_in3 ? io_in2 : io_in3;  
  wire [15:0] row13 = io_in2 < io_in3 ? io_in3 : io_in2;  
  wire [15:0] row21 = row11 < row12 ? row11 : row12;  
  wire [15:0] row22 = row11 < row12 ? row12 : row11;  
  wire [15:0] row20 = row10 < row13 ? row10 : row13;  
  wire [15:0] row23 = row10 < row13 ? row13 : row10;  
  assign io_out0 = row20 < row21 ? row20 : row21;  
  assign io_out1 = row20 < row21 ? row21 : row20;  
  assign io_out2 = row22 < row23 ? row22 : row23;  
  assign io_out3 = row22 < row23 ? row23 : row22;  
endmodule
--- config.mk ---
export PLATFORM = sky130hd
export DESIGN_NAME = Sort4
export DESIGN_NICKNAME = Sort4
export VERILOG_FILES = /design/flow/design.v
export SDC_FILE = /design/flow/constraint.sdc
export NUM_CORES = 4
export LEC_CHECK = 1
export CORE_UTILIZATION = 50
--- run.sh ---
#!/bin/bash
# OpenROAD 26Q1-2900-gdf79404cd8, Yosys 0.63+post, stock flow scripts
make -C /OpenROAD-flow-scripts/flow DESIGN_CONFIG=/design/flow/config.mk WORK_HOME=/design/flow/orfs finish
--- constraint.sdc ---
current_design Sort4

set clk_period 42.1
set clk_io_pct 0.2

create_clock -name clk0 -period $clk_period

set non_clock_inputs [all_inputs -no_clocks]
set_input_delay [expr $clk_period * $clk_io_pct] -clock clk0 $non_clock_inputs
set_output_delay [expr $clk_period * $clk_io_pct] -clock clk0 [all_outputs]
==> impl_metrics.py <==
# Flow results
metrics = {
    "run_status": {
        "status": "completed",
    },
    "route": {
        "drt-pass1-iter-count": 22,
        "wl_um": 13800,
        "via_count": 4971,
        "insertedDiodeCount": 0,
        "drc": 0,
        "drt_iter0_drc": 175,
        "detail-route-antenna-nets": 0,
        "vias_per_cell": 5.67,
        "wl_per_cell_um": 15.7,
    },
    "power_and_ir_drop": {
        "ir_drop_mv": 0.0684,
        "p_leak_nw": 2.99,
        "power_density_mw_per_mm2": 52.2,
        "finalPower_mw": 0.312,
    },
    "placed_design": {
        "dp_hpwl_um": 12000,
        "dpl-instance-area_mm2": 0.00598,
        "portBuffers": 128,
        "gp_congestion": 0.929,
    },
    "setup_path": {
        "crit_type": "primary input to output port",
        "path_max_fanout": 39,
        "cp.arrival_ns": 17.35,
        "crit_top_cell": "a21o_1",
        "critPathRequiredTime_ns": 33.68,
        "startpoint_type": "primary input",
        "critPathMaxStageDelay_ns": 0.84,
        "slowest_stage": "o41a_2",
        "end_kind": "output port",
    },
    "die": {
        "dieArea_mm2": 0.00966,
        "fp.dieH_um": 98.3,
        "core_area_mm2": 0.00885,
        "initCoreUtil_pct": 52.4,
        "placementRows": 34,
        "num_io_pins": 130,
        "fp.dieW_um": 98.3,
    },
    "grt": {
        "grt_pass1_vias": 4668,
        "antenna_found_initial": 0,
        "overflow": 0,
        "grtUsageTotal_pct": 28.4,
        "grt_pass1_wl_um": 21900,
        "grt_max_degree": 40,
    },
    "synth": {
        "top_area_share_pct": 23.2,
        "synthCells": 661,
        "syn_area_per_cell_um2": 7.01,
        "ys_cells": 661,
        "largest_area_cell": "ha_1",
        "ys_seq_share_pct": 0,
        "yosys.cell_types.count": 61,
        "yosys_warnings": 0,
        "netlist_area_mm2": 0.00463,
        "netlist_top_cells_area": "ha_1, mux2i_1, mux2_2, a21oi_1, inv_1",
        "ys_area_mm2": 0.00463,
    },
    "final_timing": {
        "tightest_slew_ns": 0.924,
        "setup_viol": 0,
        "hold_viol": 0,
        "max_freq_ghz": 0.0388,
        "final.period_utilization_pct": 61.2,
        "rsz0062_at_grt": "false",
        "relSlewSlack_pct": 38.3,
        "min_period_ns": 25.77,
        "hold_ws_ns": 18.22,
        "finalSetupTns_ns": 0,
        "slew_viol_final": 0,
    },
    "run": {
        "warnings": 35,
        "cap_violations": 0,
    },
    "clock_tree": {
        "postCtsHoldBufs": 0,
        "cts_setup_buffers": 0,
        "cts_resized": 0,
    },
    "final_layout": {
        "areaGrowthSynthToFinish_pct": 29.0,
        "drive_gt1_share_pct": 8.19,
        "seq_cell_count": 0,
        "seqCellArea_um2": 0,
        "design_area_mm2": 0.00598,
        "mostFrequentLayoutCells": "clkdlybuf4s50_1, inv_1, ha_1",
        "clkbuf_count": 0,
        "final_util_pct": 67.5,
        "lay_top_count": "clkdlybuf4s50_1",
    },
    "min_path": {
        "hp-class": "primary input to output port",
    },
}
## per-stage QoR
step / setup WS [ns] / instances
2_1_floorplan: 18.66 / 661
3_3_place_gp: 16.59 / 877
3_5_place_dp: 16.47 / 877
4_1_cts: 16.45 / 877
5_1_grt: 15.87 / 877
6_report: 16.33 / 877
## routing by layer
layer / share of wire [%] / GRT usage (%) / up-vias
met5: 0 / 0 / -
met4: 3.0 / 7.81 / 0
met3: 3.7 / 1.02 / 23
met2: 50 / 53.8 / 123
met1: 44 / 34.9 / 2229
li1: - / - / 2596
## cell type report
type / instances / area, um^2
Fill cell: 733 / 2870
Multi-Input combinational cell: 548 / 4200
Timing Repair Buffer: 132 / 1310
Tap cell: 108 / 135
Inverter: 89 / 334
## report_power, final
group | switching, mW | internal (mW) | leakage [nW]
Combinational | 0.134 | 0.178 | 2.99
Sequential | 0 | 0 | 0
Clock | 0 | 0 | 0
Total | 0.134 | 0.178 | 2.99
## Yosys cell counts, drive strengths merged (6+ instances only)
| library cell | instances |
|---|---|
| o21ai | 32 |
| clkbuf | 6 |
| a31oi | 6 |
| nor2 | 80 |
| mux2i | 63 |
| nand2 | 34 |
| nand4 | 12 |
| nor3 | 7 |
| a21o | 26 |
| mux2 | 44 |
| nand3 | 9 |
| buf | 18 |
| ha | 86 |
| a21oi | 86 |
| inv | 89 |
## critical path: cells and delay by family
kind	cells	cell delay [ns]
compound gates	13	3.53
mux	1	0.29
buf+inv	4	1.46
fa+ha+maj	3	0.92
simple gates	10	2.68
## kinds of logic after synthesis
kind of cell    count (synthesis)  synth area share, %
compound gates                189                 25.8
fa+ha+maj                      86                 23.2
buf+inv                       113                 9.99
mux                           107                 24.5
simple gates                  166                 16.5
## worst paths after layout
check | cells after the start | slack (ns) | to | startpoint
max | 31 | 16.33 | io_out2[2] | io_in3[14]
min | 5 | 18.22 | io_out3[11] | io_in2[11]
Power and IR drop assume default switching activity.
